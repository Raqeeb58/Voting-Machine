--- flow/design.v ---
`timescale 1ns / 1ps
module buttoncontrol(
input clk,             
input rst,             
input button,         
output reg voted      
 );
 reg [31:0] counter;     
 always@(posedge clk)
 begin
    if(rst)
    begin
        counter<=0;                 
    end
    else
    begin
        if(button & counter<11)
        begin
        counter<=counter+1;        
        end
        else if(!button)
        begin
            counter<=0;            
        end 
    end
 end
 always @(posedge clk)
 begin
    if(rst)
    begin
        voted<=1'b0;           
    end
    else if(counter==10)
     begin
        voted<=1'b1;           
     end
     else
     begin
        voted<=1'b0;           
     end
 end
endmodule
`timescale 1ns / 1ps
module modecontrol(
input clk,                                      
input rst,                                      
input mode,                                     
input vote_casted,                              
input display_candidate1,                       
input display_candidate2,                       
input display_candidate3,                       
input display_candidate4,                       
input [7:0] candidate1_rcvd_votes,              
input [7:0] candidate2_rcvd_votes,              
input [7:0] candidate3_rcvd_votes,              
input [7:0] candidate4_rcvd_votes,              
output reg [7:0]led                             
 );
always @(posedge clk)
begin
    if(rst)
    begin
        led<=0;                                    
    end
    else if(mode==0 & vote_casted)
    begin
        led<=8'hff;                               
    end
    else if(mode==0 & !vote_casted)              
    begin
        led<=0;                                   
    end
    else if(mode==1)
    begin                                          
        if(display_candidate1)
        begin
            led<=candidate1_rcvd_votes;
        end
        else if(display_candidate2)
        begin
            led<=candidate2_rcvd_votes;
        end
        else if(display_candidate3)
        begin
            led<=candidate3_rcvd_votes;
        end
        else if(display_candidate4)
        begin
            led<=candidate4_rcvd_votes;
        end
    end
end
endmodule
`timescale 1ns / 1ps
module vote_count(
input clk,                                      
input rst,                                      
input mode,                                     
input voted_candidate1,                         
input voted_candidate2,                         
input voted_candidate3,                         
input voted_candidate4,                         
output reg [7:0] votercvd_candidate1,           
output reg [7:0] votercvd_candidate2,           
output reg [7:0] votercvd_candidate3,           
output reg [7:0] votercvd_candidate4            
 );
always @(posedge clk)
begin
    if(rst)
    begin
        votercvd_candidate1<=0;
        votercvd_candidate2<=0;
        votercvd_candidate3<=0;
        votercvd_candidate4<=0;
    end
    else 
    begin
        if(voted_candidate1 & mode==0)
             votercvd_candidate1<=votercvd_candidate1+1;  
        if(voted_candidate2 & mode==0)
             votercvd_candidate2<=votercvd_candidate2+1; 
        if(voted_candidate3 & mode==0)
             votercvd_candidate3<=votercvd_candidate3+1;  
        if(voted_candidate4 & mode==0)
            votercvd_candidate4<=votercvd_candidate4+1; 
    end       
end
endmodule
`timescale 1ns / 1ps
module voting_machine(
input clk,               
input rst,               
input mode,              
input candid1,         
input candid2,           
input candid3,           
input candid4,           
output [7:0]led          
 );
 wire voted1;
 wire voted2;
 wire voted3;
 wire voted4;
 wire [7:0]votercvd_candidate1;
 wire [7:0]votercvd_candidate2;
 wire [7:0]votercvd_candidate3;
 wire [7:0]votercvd_candidate4;
 wire vote_casted= voted1 | voted2 | voted3 | voted4 ;   
 buttoncontrol bc1(
 .clk(clk),
 .rst(rst),
 .button(candid1),
 .voted(voted1)
 );
  buttoncontrol bc2(
 .clk(clk),
 .rst(rst),
 .button(candid2),
 .voted(voted2)
 );
  buttoncontrol bc3(
 .clk(clk),
 .rst(rst),
 .button(candid3),
 .voted(voted3)
 );
  buttoncontrol bc4(
 .clk(clk),
 .rst(rst),
 .button(candid4),
 .voted(voted4)
 );
 vote_count VC(
 .clk(clk),
 .rst(rst),
 .mode(mode),
 .voted_candidate1(voted1),
 .voted_candidate2(voted2),
 .voted_candidate3(voted3),
 .voted_candidate4(voted4),
 . votercvd_candidate1(votercvd_candidate1),
 . votercvd_candidate2(votercvd_candidate2),
 . votercvd_candidate3(votercvd_candidate3),
 . votercvd_candidate4(votercvd_candidate4)
 );
modecontrol MC(
 .clk(clk),
 .rst(rst),
 .mode(mode),
 .vote_casted(vote_casted),
 .display_candidate1(candid1),
 .display_candidate2(candid2),
 .display_candidate3(candid3),
 .display_candidate4(candid4),
 .candidate1_rcvd_votes(votercvd_candidate1),
 .candidate2_rcvd_votes(votercvd_candidate2),
 .candidate3_rcvd_votes(votercvd_candidate3),
 .candidate4_rcvd_votes(votercvd_candidate4),
 .led(led)
 );
endmodule
--- flow/run.sh ---
#!/bin/bash
# OpenROAD 26Q1-2900-gdf79404cd8, Yosys 0.63+post, stock flow scripts
make -C /OpenROAD-flow-scripts/flow DESIGN_CONFIG=/design/flow/config.mk WORK_HOME=/design/flow/orfs finish
--- flow/constraint.sdc ---
current_design voting_machine

set clk_period 2.1
set clk_io_pct 0.2

create_clock -name clk0 -period $clk_period [get_ports {clk}]

set non_clock_inputs [all_inputs -no_clocks]
set_input_delay [expr $clk_period * $clk_io_pct] -clock clk0 $non_clock_inputs
set_output_delay [expr $clk_period * $clk_io_pct] -clock clk0 [all_outputs]
--- flow/config.mk ---
export PLATFORM = sky130hd
export DESIGN_NAME = voting_machine
export DESIGN_NICKNAME = voting_machine
export VERILOG_FILES = /design/flow/design.v
export SDC_FILE = /design/flow/constraint.sdc
export NUM_CORES = 4
export LEC_CHECK = 1
export CORE_UTILIZATION = 50
==> summary.rpt <==
======================================================================================
Status                                                                    complete, no violations
Parity-gate share of the synthesized area counting xor and xnor cells           0.0399
Number of warning messages in the yosys log                                          3
Achievable clock frequency                                                   0.566 GHz
Least-Margin Pin Slew                                                           465 ps
# clock sinks                                                                      172
Gr ovfl total                                                                        0
First-pass iteration count of the detailed router                                    6
Netlist area before placement                                              0.00614 mm²
CTS HTree Levels                                                                     4
CTS tree                                                                         built
Area used by multi-input combinational logic                               0.00253 mm²
Placed insts                                                                       754
Placed cell areas                                                          0.00648 mm²
Startpoint class of the critical path                                             flop
Post-cts sizing count                                                                0
Total tool warning count                                                            29
Total power density per cell area                                           939 mW/mm²
Count of library flops with an enable pin                                            0
Most area-hungry cell type in the Yosys netlist                                dfxtp_1
Dominant cells by area after synthesis                                    dfxtp_1 56%, and2_1 11%, nor4_1 3.1%
Area added between synthesis and finish                                          15.6%
Standard cell core area                                                     0.0120 mm²
Synthesized-area fraction occupied by and/or/nand/nor cells                      0.273
Dpl hpwl                                                                       6780 µm
Critical path's largest stage delay                                             560 ps
Fraction of the mapped netlist area in compound gates                           0.0542
Initial antenna violation count                                                      0
Overall power                                                                  6.66 mW
1st-iter DRT viols                                                                 313
Number of global-route vias before repair                                        3,781
Standard-cell row count                                                             40
Fraction of layout instances using a drive strength above 1                      0.115
Top cells by instance count after synthesis                               172 x dfxtp_1, 108 x and2_1, 41 x nor2_1, 30 x nor4_1, 28 x nand4_1
#FFs+latches synth                                                                 172
Setup Skew                                                                     5.50 ps
Ratio of final minimum period to clock period                                    0.842
DRC violation count after routing                                                    0
Sequential-to-total area share from yosys stat                                   0.561
Top-area cell type share of the netlist area                                     0.561
WL/cell                                                                        13.2 µm
Total track usage                                                                0.182
Post-layout min period                                                         1770 ps
Routability congestion estimate from global placement                            0.856
Fin Setup TNS                                                                     0 ps
Sort of element at the end of the critical path                                   flop
Die extent in x                                                                 113 µm
Overall routed net length                                                    10,300 µm
TritonCTS buffer count                                                              17
Post-route antenna net violation count                                               0
Utilization after layout                                                         0.591
Final instance count without filler cells                                          784
Final Hold Viols                                                                     0
Total cell area reported by yosys after synthesis                          0.00614 mm²
HP Start                                                                           rst
Worst-case vdd ir drop                                                          605 µV
Adder-Cell Fraction of Synth Area                                               0.0245
Main kind of combinational logic by area                                  simple AND/OR/NAND/NOR gates
Kind of path behind the tightest hold check                                     in2reg
Leakage power                                                                  2.87 nW
Worst Setup SP                                                            bc2.counter[26]
Seq. cell area                                                             0.00344 mm²
Portion of netlist area occupied by mux cells                                   0.0196
Library cell contributing the largest single delay on the critical path          or4_1
Die footprint                                                               0.0127 mm²
Dominant register cell in the synthesized netlist                              dfxtp_1
Max Slew Vio Count                                                                   0
Finished Cell Area                                                         0.00710 mm²
IO buf count                                                                        14
Cell-by-cell trace of the critical path                                   nor4_1 > nand4_1 > or4_1 > a21oi_1
Fill cell count                                                                    958
Worst hold path stage count                                                          2
Die Y-Extent                                                                    113 µm
Path depth of the worst reg2reg path                                                 4
Pin count of the biggest net entering global routing                                31
RSZ-0062 raised after global routing                                                no
Via count                                                                        3,964
Count of mapped cells out of synthesis                                             605
Number of distinct library cells after synthesis                                    30
Most popular library cell in the synthesized design by count                   dfxtp_1
Class of the most critical setup path                                          reg2reg
Maximum root-to-sink buffer count                                                    2
Post-synthesis async set-or-reset flop share                                         0
Root Buffer Master                                                           clkbuf_16
Inserted Diodes                                                                      0
Source of the worst register-to-register timing path                      bc2.counter[26]
Initial Util                                                                     0.511
Arrival time at the worst endpoint                                             2110 ps
Average cell area after synthesis                                             10.1 µm²
Number of cell instances after yosys synthesis                                     605
Post-CTS Hold Buffers                                                                0
Delay-heaviest family, CP                                                 simple AND/OR/NAND/NOR gates
CP Data Required Time                                                          2450 ps
Clock latency (worst-skew pair)                                                 410 ps
Logic depth of the worst setup path including buffers                                4
Postcts setup bufs                                                                   0
Mean number of vias per cell                                                      5.06
Wire length of the first global-routing pass                                 18,200 µm
Buffers & Inverters on Critical Path                                                 0
Number of ports placed on the die boundary                                          15
Reg clk slew, reported paths                                                     60 ps
Final setup fails                                                                    0
Max Fanout on Critical Path                                                          7
# Max-Cap Violations                                                                 0
Headroom to the max-slew limit                                                   0.687
======================================================================================
flip-flops by register name (all words and copies together) (netlist names), 8 cells and up:
| name | count |
|---|---|
| VC.votercvd_candidate1 | 8 |
| bc4.counter | 32 |
| VC.votercvd_candidate4 | 8 |
| MC.led | 8 |
| bc3.counter | 32 |
| VC.votercvd_candidate3 | 8 |
| bc1.counter | 32 |
| VC.votercvd_candidate2 | 8 |
| bc2.counter | 32 |
through the flow:
step                      hold WS [ps]  setup slack, ps
final                              413              333
after global routing               412              200
after CTS                          403              336
after detailed placement           445              195
after global placement             442              230
after floorplan                    430              566
worst paths after layout:
| check | to | slack [ps] |
|---|---|---|
| worst max-delay path | bc2.counter[2] | 330 |
| worst min-delay path | VC.votercvd_candidate3[0] | 410 |
| worst max register to register | bc2.counter[2] | 330 |
| worst min register to register | bc3.counter[22] | 460 |
cells by family (layout without fill, tap and decap cells):
family / Yosys count / count (layout)
AND/OR/NAND/NOR: 285 / 285
flip-flops: 172 / 172
AND-OR/OR-AND: 58 / 58
buffers and inverters: 39 / 71
XOR/XNOR: 28 / 28
adder cells (fa/ha/maj): 12 / 12
multiplexers: 11 / 11
power by group:
group | total, mW | switching, mW | internal [mW] | leakage (nW)
Clock | 3.24 | 1.22 | 2.02 | 0.302
Combinational | 0.144 | 0.0826 | 0.0615 | 1.18
Sequential | 3.29 | 0.0110 | 3.27 | 1.39
final cells by class:
cell class                 instances  area share
clock buffer                      20      0.0630
clock inverter                    10      0.0231
inverter                          12     0.00635
multi-input combinational        394       0.356
sequential                       172       0.485
tap                              147      0.0259
timing repair buffer              29      0.0402
routing by layer:
| layer | share of wire | track usage | vias to the layer above | wire length, µm |
|---|---|---|---|---|
| met1 | 0.54 | 0.304 | 1793 | 5610 |
| li1 | - | - | 2118 | - |
| met2 | 0.41 | 0.261 | 45 | 4240 |
| met5 | 0 | 0 | - | 0 |
| met4 | 0.013 | 0.0240 | 0 | 129 |
| met3 | 0.031 | 0.0393 | 8 | 324 |
worst reg2reg max path: stages (launching register included):
cell	delay (ps)
dfxtp_1	310
nor4_1	380
nand4_1	310
or4_1	560
a21oi_1	150
cells in the final DEF, fill, tap and decap left out, drive strengths merged, types with 8 or more instances in the layout:
cell             n
dfxtp          172
nand3           12
ha              12
clkbuf          20
and2           112
buf             16
nor2b            8
and3             8
o21ai           24
clkdlybuf4s50   13
nor2            41
inv             15
or2b             8
xor2            18
or3              8
nor4            34
xnor2           10
nand4           28
a311oi           8
a21oi           21
mux2             8
nand2           17
Power and IR drop assume default switching activity.
